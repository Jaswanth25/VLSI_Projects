==> flow/design.v <==
`timescale 1ns / 1ps
module compare(
    input [3:0] comp_11,
    input [3:0] comp_12,
    input [3:0] comp_13,
    input [3:0] comp_21,
    input [3:0] comp_22,
    input [3:0] comp_23,
    output reg [1:0] result
    );
    always@*
        begin
            if((comp_11==comp_21) && (comp_12==comp_22) && (comp_13==comp_23))
                begin
                    result<=2'b11;
                end
            else if((comp_11==comp_22) && (comp_12==comp_21) && (comp_13==comp_23))
                begin
                    result<=2'b10;
                end
            else if((comp_11==comp_22) && (comp_12==comp_23) && (comp_13==comp_21))
                begin
                    result<=2'b10;
                end
            else if((comp_11==comp_23) && (comp_12==comp_21) && (comp_13==comp_22))
                begin
                    result<=2'b10;
                end
            else if((comp_11==comp_23) && (comp_12==comp_22) && (comp_13==comp_21))
                begin
                    result<=2'b10;
                end
            else if((comp_11==comp_21) && (comp_12==comp_23) && (comp_13==comp_22))
                begin
                    result<=2'b10;
                end
            else
                begin
                    result<=2'b01;
                end
        end
endmodule
==> flow/run.sh <==
#!/bin/bash
# OpenROAD 26Q1-2900-gdf79404cd8, Yosys 0.63+post, stock flow scripts
make -C /OpenROAD-flow-scripts/flow DESIGN_CONFIG=/design/flow/config.mk WORK_HOME=/design/flow/orfs finish
==> flow/config.mk <==
export PLATFORM = sky130hd
export DESIGN_NAME = compare
export DESIGN_NICKNAME = compare
export VERILOG_FILES = /design/flow/design.v
export SDC_FILE = /design/flow/constraint.sdc
export NUM_CORES = 4
export LEC_CHECK = 1
export CORE_AREA = 10 10 70 70
export DIE_AREA = 0 0 80 80
==> flow/constraint.sdc <==
current_design compare

set clk_period 2.2
set clk_io_pct 0.2

create_clock -name clk0 -period $clk_period

set non_clock_inputs [all_inputs -no_clocks]
set_input_delay [expr $clk_period * $clk_io_pct] -clock clk0 $non_clock_inputs
set_output_delay [expr $clk_period * $clk_io_pct] -clock clk0 [all_outputs]
==> summary.txt <==
The layout was made with Yosys and OpenROAD.

The flow ran to the end, and the final reports show no timing, DRC or antenna violations. The number of antenna violations at the first check in global routing is 0. The final global-route overflow total is 0.

For the worst setup path, the data arrival time is 1.71 ns. The global-route wire length before repair is 2750 µm. The largest area contributor in the netlist is xor2_1. The routability congestion estimate from global placement is 0.868. Dividing the final minimum period by the clock period gives 0.977.

In the final routed layout, each cell accounts on average for 13.4 µm. Max-slew check failures listed in the final report amount to 0. Per the post-synthesis report, the number of cells in the design is 53. Note that the worst hold path type here is in -> out. Looking at the critical path, the highest net fanout was 3.

The number of remaining DRC errors is 0. For this run, the number of Yosys warnings is 1. The total placed cells including tap cells is 136.

The placed wire-length estimate after detailed placement is 1500 µm. The count of endpoints failing setup in the final report is 0. The script logs the ratio of routed vias to standard cells as 3.66. The count of nets left with antenna violations once routing finished came out at 0. The stage delay of the slowest cell on the critical path is 0.33 ns. The most utilized layer in the global route result is met2. Checking max transition, the worst relative margin is 0.785.

The run reported a max-capacitance violation count of 0. The sort of element at the start of the critical path is an input port. The slew at the pin with the worst max-slew slack is 0.320 ns. The average instance area after synthesis is 8.03 µm². The horizontal extent of the die is 80 µm.

The flop count is 0. For this run, the number of standard cells in the final layout without fillers is 137. The placeable core region is 3420 µm².

The total of buffers placed on input and output ports is 26. The gate-level netlist out of Yosys references 11 unique cell types. At the worst endpoint, the required time is 1.76 ns.

Once routing completed, OpenROAD measured the worst setup slack at 0.0509 ns. The global-route met3 utilization is 0.0136. The synthesized netlist occupies a cell area of 425 µm². The met2 demand-to-capacity share in global routing is 0.0859.

The most frequent cell after synthesis is xor2_1. The area taken by sequential standard cells is reported as 0 µm². Entering global routing, the biggest net connects 4 pins. The floorplan has 21 rows. In the floorplan report the effective utilization is 0.125.

The layout has 0 clock buffers. Relative to the synthesized area, the layout overhead comes to 142%. Total global-route track usage over all layers is 0.0531. Adding up every negative setup slack in the final design gives 0 ns. The proportion of layout cells with a drive suffix above 1 is 0.714. The number of global-route vias before repair is 573. The area fraction of the largest cell type after synthesis is 0.576.

According to the Yosys statistics, the synthesized design has a chip area of 425 µm². The fmax is 0.465 GHz. For the finished layout, the period the worst path requires is 2.15 ns. The total power of the final layout is 0.194 mW.

The met1 capacity usage during global routing is 0.0734. Yosys stat counts 53 cells in the synthesized netlist. The standard cell with the maximum stage delay on the critical path is nor4_2. The final core area utilization is 0.301.

The chip occupies 6400 µm². The capturing element type of the critical path is an output pin. The power per standard cell area is 188 nW/µm². In the setup report, the worst path falls into the class in -> out.

The wire length recorded after detailed routing is 1840 µm. For this block, the via count after detailed routing is 502. The number of antenna diodes in the final layout is 0.

The worst setup timing slack at the placement stage is -0.646 ns. The analysis reports a worst IR drop on VDD of 0.0806 mV. The die span in y is 80 µm.

In this run the static leakage power is 0.374 nW. Warnings raised by the tools during the run amount to 33. In the log, the iteration count for the first detailed-route pass is 3. The post-synthesis sequential area ratio is 0. The commonest cells after synthesis are xor2_1, xnor2_1, nor4_1. The count of pins on the block boundary is 26. Sorting the synthesized cells by area gives the leading types as xor2_1, xnor2_1, nor4_1. Counting endpoints that fail hold in the final report gives 0. The first routing iteration left 28 violations. Walking the worst path, the cells encountered are clkbuf_4 -> xor2_2 -> nor4_2 -> a22oi_1 -> nor2_1 -> o21ai_1 -> dlygate4sd2_1.
[per-stage QoR]
step	hold WS, ns	instance area, µm²
6_report	1.62	1030
5_1_grt	1.68	1030
3_5_place_dp	2.16	826
4_1_cts	1.56	832
3_3_place_gp	2.17	826
2_1_floorplan	1.10	425
[kinds of logic after synthesis]
group / Yosys count / share of synthesized area
xor+xnor: 36 / 0.741
simple gates: 13 / 0.200
compound gates: 4 / 0.0588
[critical path, delay by kind of cell]
kind	cells	cell delay, ns
AND-OR/OR-AND	2	0.21
AND/OR/NAND/NOR	2	0.48
buffers and inverters	2	0.39
XOR/XNOR	1	0.19
[repair_timing]
item                                    4_1_cts  5_1_grt
setup buffers                                 0        1
resized                                     104       40
endpoints found under the setup margin        2        2
pin swaps                                    29       15
hold buffers                                  0        0
[report_power, final]
| group | switching (mW) | leakage [nW] | internal (mW) | total (mW) |
|---|---|---|---|---|
| clock | 0 | 0 | 0 | 0 |
| combinational | 0.102 | 0.374 | 0.0917 | 0.194 |
| sequential | 0 | 0 | 0 | 0 |
| total | 0.102 | 0.374 | 0.0917 | 0.194 |
[worst paths after layout]
path / endpoint / startpoint / depth (start not counted) / slack, ns
max: result[0] / comp_11[0] / 7 / 0.05
min: result[0] / comp_13[0] / 6 / 1.62
[cell type report]
type	count	area, µm²
multi-input combinational	53	707
timing repair buffer	38	265
tap	46	57.6
fill	361	2390
[layer usage]
layer	share of wire	wire length, µm
met5	0	0
met4	0	0
met3	0.058	106
met2	0.46	843
met1	0.48	886
[cell usage in the layout (no fill, tap or decap), drive strengths merged]
cell type | synthesis | routed
nor4 | 7 | 7
or3b | 1 | 1
clkdlybuf4s15 | 0 | 2
nand4 | 2 | 2
o21ai | 2 | 2
buf | 0 | 29
nand3 | 2 | 2
dlygate4sd2 | 0 | 2
nor2 | 1 | 1
xnor2 | 8 | 8
clkbuf | 0 | 5
xor2 | 28 | 28
a22oi | 2 | 2
Power is estimated from default activity; no workload was simulated.

<file path="design/flow/run.sh">
#!/bin/bash
# OpenROAD 26Q1-2900-gdf79404cd8, Yosys 0.63+post, stock flow scripts
make -C /OpenROAD-flow-scripts/flow DESIGN_CONFIG=/design/flow/config.mk WORK_HOME=/design/flow/orfs finish
</file>
<file path="design/flow/config.mk">
export PLATFORM = sky130hd
export DESIGN_NAME = freq_div
export DESIGN_NICKNAME = freq_div
export VERILOG_FILES = /design/flow/design.v
export SDC_FILE = /design/flow/constraint.sdc
export NUM_CORES = 4
export LEC_CHECK = 1
export CORE_AREA = 10 10 70 70
export DIE_AREA = 0 0 80 80
</file>
<file path="design/flow/constraint.sdc">
current_design freq_div

set clk_period 1.8
set clk_io_pct 0.2

create_clock -name clk0 -period $clk_period [get_ports {clk_in}]

set non_clock_inputs [all_inputs -no_clocks]
set_input_delay [expr $clk_period * $clk_io_pct] -clock clk0 $non_clock_inputs
set_output_delay [expr $clk_period * $clk_io_pct] -clock clk0 [all_outputs]
</file>
<file path="design/flow/design.v">
`timescale 1ns / 1ps
module freq_div(
    input clk_in,
    output reg clk_reduced
    );
    parameter DIV =100;
    reg [$clog2(DIV)-1:0] counter=0;
    reg rst=1;
    always@(posedge clk_in)
        begin
            if(rst)
                begin
                    rst<=0;
                    counter<=0;
                    clk_reduced<=0;
                end
             else 
                begin
                    if(counter==DIV)
                        begin
                            clk_reduced=~clk_reduced;
                            counter<=0;
                        end
                    else
                        begin
                            counter<=counter+1;
                        end
                end
        end
endmodule
</file>
==> run notes <==
The run gives 0 for the final antenna diode count. On the worst setup and hold paths after CTS, the clock-pin slew comes to 0.06 ns. Summing all non-filler instances in the final layout gives an area of 448 µm². The run gives 1 as the H-tree depth. For this run the detailed placement stage logged an HPWL of 401 µm. According to the floorplan log, the row count is 21. Sequential standard cell area: 180 µm².

By area the synthesized netlist is led by sky130_fd_sc_hd__dfxtp_1, sky130_fd_sc_hd__ha_1, sky130_fd_sc_hd__nor2_1. Data arrives at the worst endpoint at 1.06 ns. The count of pins on the block boundary came out at 2.

The tools report the count of cells resized by post-cts repair as 0. Yosys instantiated no cell more often than sky130_fd_sc_hd__dfxtp_1. The most used flip-flop cell after synthesis is sky130_fd_sc_hd__dfxtp_1. With the total internal power at 298 µW, the ratio of routed vias to standard cells is 2.73.

With the number of failing hold endpoints at the final stage at 0, the via count of the routed design is 246. The proportion of layout cells with a drive suffix above 1 was 6.82%. The flow ran to the end, and the final reports show no timing, DRC or antenna violations. Summing internal, switching and leakage power gives 381 µW.

With the largest fanout on the critical path at 3, the sum of buffers and inverters on the critical path is 1. The run gives 82.4 µW as the total net switching power. In this build the clock could be raised as far as 0.704 GHz. The placed instances occupy a cell area of 422 µm². The flow reports that sequential cells draw 55.6% of the design power. The stage logs contain a warning count of 26. The run gives 21.6% for the proportion of total power due to net switching. The number of placed instances, taps included came out at 86. The report lists the cells along the critical path as clkdlybuf4s50_1.

The critical path ends at clk_reduced. From bottom edge to top edge, the die measures 80 µm. Per the GRT congestion report, total overflow comes to 0. In this run the post-CTS setup repair buffer count came out at 0. Per the post-synthesis stats, the area per cell is 9.08 µm². Clock skew on the completed layout was measured at 0.00146 ns. The leakage power figure was 0.149 nW; the overall die width was 80 µm. The tools report the pin count of the biggest net entering global routing as 8. The worst setup path is captured at an output port. The worst hold path class was reg -> reg. The final weighted congestion recorded by global placement is 0.720. The run gives 10.4% for the core utilization before placement.

TritonCTS built the clock tree. Data on the critical path is required at its endpoint by 1.44 ns. The cell count after synthesis came out at 39. The quantity of hold-fixing buffers added after cts is 0, and the number of I/O port buffers is 1. The worst setup path category was reg -> out. The endpoint of the lowest-slack register-to-register path is counter[6]$_SDFF_PP0_. The area recorded from the Yosys report for this design is 354 µm². The last timing report of the flow puts the setup violation total at 0. The number of iterations in the first detailed-routing pass is 2, and the number of max-slew violations in the final report is 0. After synthesis, the design contains 39 cells according to Yosys. Final critical path time including I/O delays and setup: 1.42 ns. On the critical path the largest part of the delay comes from buffers and inverters.

Share of the yosys chip area belonging to registers: 50.9%. Count of yosys warnings during synthesis: 1. In the Yosys stats the netlist draws on 14 distinct library cells. The via count of the first global-routing pass was 238. STA lists the startpoint of the worst register-to-register path as counter[0]$_SDFF_PP0_.

The total DRC errors in the routed layout came out at 0. The first global-routing pass estimated 897 µm of wire. The initial antenna violation count is 0. Setup repair after global routing left no endpoint under its margin.

After synthesis, the share of flip-flops with an asynchronous set or reset is 0%. The tools report the number of DRC markers in iteration 0 as 5. The clock network fraction of total power was 40.2%.

The total stage count of the critical path was 1. Final hold slack: 0.411 ns. Power spread over the standard cell area amounts to 850 nW/µm².

The number of max-capacitance violations reported is 0. Per STA, the highest per-stage delay on the worst path measures 0.47 ns. Largest area contributor in the netlist: sky130_fd_sc_hd__dfxtp_1. The run gives 4 for the worst reg-to-reg path cell count.

Excluding fillers, the count of instances in the completed layout stands at 90. The TritonCTS buffer count was 3. OpenSTA lists the critical path startpoint as clk_reduced$_SDFFE_PP0N_.

The area added between synthesis and finish works out to 26.5%. For reference, the top cells by count after synthesis are sky130_fd_sc_hd__dfxtp_1, sky130_fd_sc_hd__nor2_1. In this run the full chip footprint comes out at 6400 µm². The share of total power in combinational logic was 4.2%.

IR analysis of the VDD net gives a maximum drop of 0.358 mV. The post-synth count of flops with an enable pin is 0. The run gives 2 for the largest buffer count on any clock path. The multi-input logic area was 163 µm²; the reg-to-reg setup timing slack was 0.52 ns. For the number of antenna-violating nets in the routed design, the log shows 0. With the top-area cell type share of the netlist area at 50.9%, the total wire length is 527 µm. Looking at the clock tree report, the root buffer type is sky130_fd_sc_hd__clkbuf_4. The final critical-path share of the clock period came out at 78.9%. The cell depth of the worst hold path was 1; the global-route usage over all layers was 1.63%.

The setup TNS after final layout was 0 ns; the average wire per standard cell was 5.86 µm. According to the CTS report, the clock sink count is 9. The clock latency on the worst-skew pair was 0.26 ns. The kind of launch point of the worst setup path was a flop. The layout filler cell count came out at 405. The timing report shows that the slowest cell on the worst path is sky130_fd_sc_hd__clkdlybuf4s50_1. Post-synth design cell area: 354 µm². After synthesis the netlist holds a flip-flop and latch count of 9. The placeable core region is 3420 µm².
[how the worst min path moves through the flow]
stage                        from                  endpoint
after global routing  rst$_DFF_P_  clk_reduced$_SDFFE_PP0N_
final                 rst$_DFF_P_  clk_reduced$_SDFFE_PP0N_
after CTS             rst$_DFF_P_  clk_reduced$_SDFFE_PP0N_
[power groups by stage]
| stage | Clock, mW | Combinational [mW] | Sequential, mW |
|---|---|---|---|
| after CTS | 0.160 | 0.0163 | 0.212 |
| after global routing | 0.168 | 0.0200 | 0.212 |
| final | 0.153 | 0.0160 | 0.212 |
[layout by cell type (no fill, tap or decap), drive strengths merged, types with 2 or more instances in the layout]
cell	instances
or3	3
xor2	2
clkbuf	4
nand3	2
dfxtp	9
a21oi	3
inv	3
ha	2
nor2	5
nand2	3
o21ai	3
[metal layers]
| metal | global-route usage (%) | up-vias | part of all wire, % |
|---|---|---|---|
| met4 | 1.06 | 0 | 0 |
| met3 | 0.455 | 0 | 3.6 |
| li1 | - | 138 | - |
| met1 | 1.95 | 107 | 51 |
| met5 | 0 | - | 0 |
| met2 | 2.49 | 1 | 45 |
[sequential cells by signal, summed over array words and instances, names as in the netlist]
signal,count
counter,7
rst,1
clk_reduced,1
[through the flow]
step	worst slack (ns)	util (%)
after floorplan	0.623	-
after detailed placement	0.541	12.3
after global placement	0.573	12.3
after global routing	0.325	13.1
after CTS	0.352	13.1
final	0.379	13.1
[kinds of logic after synthesis]
kind of cell    count (synthesis)  share of synthesized area [%]
simple gates                   14                           19.8
fa+ha+maj                       2                           7.07
buf+inv                         3                           3.18
flops                           9                           50.9
xor+xnor                        3                           7.42
other cells                     1                           1.06
compound gates                  7                           10.6
[layout make-up]
cell class                      instances  share of cell area [%]
Tap cell                               46                    12.8
Sequential cell                         9                    40.2
Timing Repair Buffer                    1                    2.23
Clock buffer                            4                    5.87
Multi-Input combinational cell         27                    36.3
Inverter                                3                    2.51
Power figures rest on the tool's default switching activity, not on a simulated workload.

<file path="./run.sh">
#!/bin/bash
# OpenROAD 26Q1-2900-gdf79404cd8, Yosys 0.63+post, stock flow scripts
make -C /OpenROAD-flow-scripts/flow DESIGN_CONFIG=/design/flow/config.mk WORK_HOME=/design/flow/orfs finish
</file>
<file path="./config.mk">
export PLATFORM = sky130hd
export DESIGN_NAME = lfsr
export DESIGN_NICKNAME = lfsr
export VERILOG_FILES = /design/flow/design.v
export SDC_FILE = /design/flow/constraint.sdc
export NUM_CORES = 4
export LEC_CHECK = 1
export CORE_AREA = 10 10 70 70
export DIE_AREA = 0 0 80 80
</file>
<file path="./constraint.sdc">
current_design lfsr

set clk_period 1.0
set clk_io_pct 0.2

create_clock -name clk0 -period $clk_period [get_ports {clk}]

set non_clock_inputs [all_inputs -no_clocks]
set_input_delay [expr $clk_period * $clk_io_pct] -clock clk0 $non_clock_inputs
set_output_delay [expr $clk_period * $clk_io_pct] -clock clk0 [all_outputs]
</file>
<file path="./design.v">
`timescale 1ns / 1ps
module lfsr(
    input clk,
    output[3:0] rand_out
    );
    reg reset=1;
    reg  [15:0] lfsr_reg =16'h79ab;
    wire feedback;
    assign feedback = lfsr_reg[15] ^ lfsr_reg[13] ^ lfsr_reg[10];
    assign rand_out = lfsr_reg[10:7];
    always@(posedge clk)
        begin
            if(reset==1)
                begin
                    lfsr_reg <= {feedback,lfsr_reg[15:1]};
                end
            else
                begin
                    reset<=0;
                end
        end
endmodule
</file>
==> out/summary.rpt <==
===========================================================================================
Result of the run                                                                 completed
Aggregate global-route resource usage                                                0.814%
Cell depth of the worst hold path                                                         0
Fp_density                                                                            6.85%
Internal Dissipation                                                               0.505 mW
Wire length of the first global-routing pass                                         400 um
Clock transition at path regs                                                         60 ps
End of the worst register-to-register path                                     lfsr_reg[15]
FMAX                                                                               1.06 GHz
Kind of cell with the highest combined delay on the critical path                flip-flops
Area share, top type                                                                  77.0%
Drt pass-1 iters                                                                          2
Initial antenna violation count                                                           0
Final weighted congestion of routability-driven global placement                      0.660
OpenROAD warnings                                                                        25
Crit path arrival time                                                               740 ps
Worst hold slack across all endpoints                                                326 ps
XOR/XNOR Area Share                                                                   10.2%
Yosys Instances                                                                          14
Crit-path cells                                                                clkdlybuf4s15_1
Start point of the worst hold path                                             lfsr_reg[12]
YS chip area                                                                      234 sq um
Seq cells post-synth                                                                      9
Actual transition at the worst max-transition pin                                   97.5 ps
Port Buf Inserts                                                                          4
Final TNS setup                                                                        0 ps
Average wire per cell in the routed design                                          3.80 um
Number of buffers inserted by hold repair at cts                                          0
TritonCTS clock tree                                                                   done
Synth area leader                                                                   dfxtp_1
Floorplan core area                                                              3420 sq um
Max-cap violations                                                                        0
Clk_skew                                                                            6.32 ps
Proportion of synthesized chip area in sequential cells                               77.0%
Complex-gate fraction of the synthesized area                                            0%
Number of ports placed on the die boundary                                                5
Clock network fraction of total power                                                 42.6%
CTS Buffer Depth                                                                          2
Synth cell types                                                                          3
Switching Fraction                                                                    19.1%
Synthesized cell area                                                             234 sq um
Path type of the worst setup path                                                reg -> out
Number of standard cells after synthesis                                                 14
Inserted Clock Buffers                                                                    3
Die height                                                                            80 um
Startpoint of the most critical register-to-register path                      lfsr_reg[13]
Area fraction in mux cells                                                               0%
Diodes inserted                                                                           0
Post-layout minimum cycle time                                                       944 ps
Startpoint class of the critical path                                                  flop
Number of gates on the worst path with buffers counted                                    1
Final hold violations                                                                     0
Switching power summed over all nets                                               0.119 mW
Relative slew slack                                                                   93.5%
Areal power density over the cells                                             1830 nW/um^2
Cells taking the most area after synthesis                                     dfxtp_1, buf_4, xor3_1
Syn_area_per_cell                                                                16.7 sq um
Depth of the CTS H-tree                                                                   1
Std-Cell Rows                                                                            21
Crit path from                                                                  lfsr_reg[9]
Pleak                                                                              0.127 nW
Hold EP                                                                        lfsr_reg[11]
Syn-to-layout area delta                                                              45.5%
Number of design-rule violations left by the first detailed-router iteration              9
Worst min-delay path category                                                    reg -> reg
Chip area                                                                        6400 sq um
Number of setup violations in the final report                                            0
Largest incremental delay on the critical path                                       320 ps
Count of cells along the worst register-to-register path                                  1
Post-Synth Adder-Cell Area                                                               0%
Insertion delay at the late pin of the worst-skew pair                               260 ps
Final setup margin                                                                  56.4 ps
Number of global-route vias before repair                                                96
Largest register FFs                                                                      9
Width of the die                                                                      80 um
Total vias in the final route                                                           101
Clock net sink count                                                                      9
Largest fanout on the critical path                                                       2
Final WL                                                                             247 um
Synth Area in Simple Gates                                                               0%
Total gr overflow                                                                         0
Pin count of the biggest net entering global routing                                      7
Antenna Nets Post-Route                                                                   0
Largest vdd supply drop                                                            0.297 mV
Setup slack, reg-to-reg                                                              170 ps
Yosys warns                                                                               1
Cell with the largest stage delay on the worst path                                 dfxtp_2
Sum of buffers and inverters on the critical path                                         1
Count of pins over their slew limit                                                       0
RSZ-0062 raised after global routing                                                     no
Clock Root Buffer                                                                  clkbuf_4
Main logic family after synthesis                                              buffers and inverters
Via/cell ratio                                                                         1.55
Comb power frac                                                                          0%
Required @ worst endpoint                                                            800 ps
Category of the worst setup path capture point                                  output port
Share of post-route cells with drive strength above 1                                 42.1%
Period utilization                                                                    94.4%
Final core utilization                                                                9.96%
Post-detailed-route DRC marker count                                                      0
Worst slack after detailed placement                                                23.6 ps
Sequential share of power                                                             57.4%
===========================================================================================
-- cells by family (layout without fill, tap and decap cells) --
family,count (synthesis),count (layout)
xor+xnor,1,1
buf+inv,4,9
flops,9,9
-- cell type report --
| cell class | count | area (sq um) |
|---|---|---|
| Clock buffer | 3 | 22.5 |
| Clock inverter | 1 | 5.00 |
| Fill cell | 394 | 3080 |
| Multi-Input combinational cell | 1 | 23.8 |
| Sequential cell | 9 | 184 |
| Tap cell | 46 | 57.6 |
| Timing Repair Buffer | 5 | 47.5 |
-- power groups by stage --
stage / clock network (mW) / logic, mW / registers, mW
after global routing: 0.302 / 0.0000000354 / 0.358
final: 0.266 / 0.0000000354 / 0.358
after CTS: 0.277 / 0.0000000391 / 0.358
-- how the worst max path moves through the flow --
stage / slack (ps) / endpoint
6_report: 60 / rand_out[2]
5_1_grt: 20 / rand_out[2]
4_1_cts: 20 / rand_out[0]
-- cells in the final DEF (no fill, tap or decap) --
| cell | synthesis | layout |
|---|---|---|
| clkdlybuf4s15_1 | 0 | 4 |
| dfxtp_2 | 0 | 3 |
| dfxtp_1 | 9 | 6 |
| clkinv_2 | 0 | 1 |
| buf_4 | 4 | 1 |
| clkbuf_4 | 0 | 3 |
| xor3_1 | 1 | 1 |
-- stage by stage --
stage	cells	area, sq um	power (mW)
final	65	340	0.624
after global routing	65	340	0.660
after CTS	65	339	0.635
after detailed placement	61	309	0.366
after global placement	61	309	0.366
after floorplan	14	234	0.366
-- Yosys cell counts (all sizes together) --
cell,instances
xor3,1
dfxtp,9
buf,4
-- timing repair --
item | 4_1_cts | 5_1_grt
hold endpoints to repair | 0 | 0
setup endpoints to repair | 4 | 1
gates resized | 10 | 1
setup buffers | 0 | 0
-- layer usage --
metal | share of wire (%) | global-route usage [%] | vias up
met2 | 29 | 0.883 | 7
met3 | 34 | 1.25 | 0
met1 | 36 | 0.741 | 43
met5 | 0 | 0 | -
met4 | 0 | 0.352 | 0
li1 | - | - | 51
Power is estimated from default activity; no workload was simulated.
